==> /design/flow/design.v <==
module inttofloat(in_int,out_float);
input [7:0]in_int;
output [31:0]out_float;
wire [7:0]exponent;
wire [22:0]mantissa;
assign {exponent,mantissa} = (in_int[7] == 1'b1) ? {8'd7,{in_int[6:0],16'd0}} :
                             (in_int[6] == 1'b1) ? {8'd6,{in_int[5:0],17'd0}} :
                             (in_int[5] == 1'b1) ? {8'd5,{in_int[4:0],18'd0}} :
									  (in_int[4] == 1'b1) ? {8'd4,{in_int[3:0],19'd0}} :
									  (in_int[3] == 1'b1) ? {8'd3,{in_int[2:0],20'd0}} :
									  (in_int[2] == 1'b1) ? {8'd2,{in_int[1:0],21'd0}} :
									  (in_int[1] == 1'b1) ? {8'd1,{in_int[0],22'd0}} : {8'd0,23'd0};
assign out_float[31] = 1'b0;
assign out_float[30:23] = (in_int == 8'd0) ? 8'd0 : exponent + 8'd127;
assign out_float[22:0] = (in_int == 8'd0) ? 23'd0 : mantissa; 
endmodule
==> /design/flow/run.sh <==
#!/bin/bash
# OpenROAD 26Q1-2900-gdf79404cd8, Yosys 0.63+post, stock flow scripts
make -C /OpenROAD-flow-scripts/flow DESIGN_CONFIG=/design/flow/config.mk WORK_HOME=/design/flow/orfs finish
==> /design/flow/config.mk <==
export PLATFORM = sky130hd
export DESIGN_NAME = inttofloat
export DESIGN_NICKNAME = inttofloat
export VERILOG_FILES = /design/flow/design.v
export SDC_FILE = /design/flow/constraint.sdc
export NUM_CORES = 4
export LEC_CHECK = 1
export CORE_AREA = 10 10 70 70
export DIE_AREA = 0 0 80 80
==> /design/flow/constraint.sdc <==
current_design inttofloat

set clk_period 2.9
set clk_io_pct 0.2

create_clock -name clk0 -period $clk_period

set non_clock_inputs [all_inputs -no_clocks]
set_input_delay [expr $clk_period * $clk_io_pct] -clock clk0 $non_clock_inputs
set_output_delay [expr $clk_period * $clk_io_pct] -clock clk0 [all_outputs]
==> run summary <==
The flow completed. The required time at the worst endpoint is listed as approximately 2300 ps. Synthesized cell area landed at around 570 sq um. STA reports the tightest min-delay check as being of type in -> out.

Entering global routing, the biggest net connects 13 pins. For this design, Yosys synthesis ends with a cell count of roughly 80. According to the report, the first pass of detailed routing completed in 4 iterations. Routed length on met3 landed at 158 um.

Largest fanout on the critical path landed at 6. Number of rows in the core area landed at 21. The HPWL after detailed placement is 1.512 mm.

Post-CTS setup repair buffer count landed at 0. Per the final report, max-transition violations number 0. After the first detailed-routing iteration, the DRC count stood at around 42. Per-cell routed wire length landed at about 12 um. Once layout is complete, the utilization of the core stands at 0.2733. Combinational cell area excluding buffers and inverters landed at around 480 sq um.

Sequential element share of the synthesized area landed at 0. In the final report, the number of endpoints failing setup comes to 0. Mean post-synth cell area landed at 7.085 sq um. The script computed the net switching share of total power as 0.4081. The clock period could shrink to approximately 2800 ps. Signal routing reaches up to met3. Yosys synthesis chip area landed at 566.8 sq um. Among logic cells in the layout, the one with the most instances is sky130_fd_sc_hd__conb_1. Arrival time at the worst endpoint landed at 2220 ps.

The first global-routing pass estimated between 3 and 4 mm of wire. The worst setup path is captured at an output port. Total negative slack for setup checks landed at 0 ps. Routed via count divided by cell count landed at 3.850. Setup repair after global routing could not meet its margin everywhere. The power report lists cell-internal power as around 0.066 mW. The final hold violation count recorded for this run is 0. Total number of warnings across the stage logs landed at 33. The power report attributes to the combinational group a share of 1.000. For reference, the most critical setup path is categorized as in -> out.

Cell count of the worst hold path landed at 5. Final critical-path share of the clock period landed at 0.9647. Floorplan die area landed at between 6000 and 7000 sq um. Horizontal extent of the die landed at 80 um. Port buffering added 23 buffers.

After its last routability iteration, the placer logged a weighted congestion of ~0.9. Synthesis produced a netlist whose cell count is 80. Per the post-route antenna check, the number of violating nets is 0. The total overflow left after global routing is 0. Fraction of power consumed by sequential logic landed at 0. Count of filler cells inserted in the layout landed at about 380. Area of the core landed at between 3000 and 4000 sq um.

Clock group share of total power landed at 0. Number of synthesis warnings landed at 0. Met1 layer wirelength in the final routing landed at about 950 um.

Top-level I/O count landed at 40. Fraction of final layout cells with drive strength greater than 1 landed at 0.2982. Power spread over the standard cell area amounts to 118.7 nW/um^2.

The die is approximately 80 um tall. Count of different cell masters after synthesis landed at 33. For hold timing, the worst endpoint is out_float[23]. Per the power-grid run, VDD falls by no more than roughly 0.058 mV. Top achievable clock speed landed at 357.4 MHz. The repair_antennas step left the layout with diodes totalling 0. For the worst min-delay path, the startpoint reported by OpenROAD is in_int[7]. STA classifies the critical path startpoint as a primary input. Per the layout area report, the register area comes to 0 sq um. Initial core utilization landed at 0.1659.

Switching power landed at around 0.045 mW. Detailed-routed wire length on met2 landed at between 700 and 800 um. Flop count landed at 0. The run finished with clean final reports. Counting the clock-network buffers in the layout gives 0.

The leakage power in the latest report is between 0.4 and 0.5 nW. The critical path starts at in_int[2]. Per the detail_route report, DRC violations left total 0. Total wire length landed at 1.853 mm. The most common logic cells in the final layout are sky130_fd_sc_hd__conb_1, sky130_fd_sc_hd__clkdlybuf4s50_1, sky130_fd_sc_hd__buf_4. Area growth from synthesis to final layout landed at 64.68%. The number of global-route vias before repair was 662. The routed layout has 616 vias.

The initial antenna violation count is 0. Max-cap violations in this run came to 0. Overall routing resource usage landed at 0.05819.
==> area by class of cell <==
type                            count  share of cell area
Multi-Input combinational cell     70              0.5147
Timing Repair Buffer               43              0.4196
Inverter                            1            0.004021
Tap cell                           46             0.06166
==> power by group through the flow <==
stage | Combinational [mW] | Clock (mW) | Sequential (mW)
4_1_cts | 0.109 | 0 | 0
5_1_grt | 0.126 | 0 | 0
6_report | 0.111 | 0 | 0
==> kinds of logic (layout without fill, tap and decap cells) <==
group,Yosys count,count (layout),synth area share
adder cells (fa/ha/maj),2,2,0.04414
AND-OR/OR-AND,18,18,0.2627
other,1,17,0.006616
AND/OR/NAND/NOR,31,31,0.3179
buffers and inverters,26,44,0.3333
multiplexers,2,2,0.03532
==> repair_timing <==
| item | 4_1_cts | 5_1_grt |
|---|---|---|
| pin swaps | 2 | 3 |
| setup endpoints to repair | 10 | 7 |
| gates resized | 15 | 8 |
| gates cloned | 0 | 1 |
| endpoints found under the hold margin | 0 | 0 |
| hold buffers | 0 | 0 |
==> per-stage QoR <==
stage          area, sq um  worst slack, ps  instances  power, mW  hold slack [ps]
2_1_floorplan        626.9            658.0         96    0.05783             1218
3_3_place_gp         872.1           -237.0        159     0.1070             2258
3_5_place_dp         872.1           -214.0        159     0.1060             2250
4_1_cts              902.1            3.164        159     0.1095             1983
5_1_grt              933.4           -32.37        160     0.1261             1966
6_report             933.4            102.3        160     0.1108             1885
==> worst max-delay path by stage <==
stage,slack (ps),endpoint
after CTS,3,out_float[22]
after global routing,-30,out_float[25]
final,100,out_float[25]
==> critical path, cell delays in order <==
cell	delay, ps
sky130_fd_sc_hd__dlygate4sd2_1	270
sky130_fd_sc_hd__buf_6	140
sky130_fd_sc_hd__o21a_1	180
sky130_fd_sc_hd__nor3_2	110
sky130_fd_sc_hd__ha_2	180
sky130_fd_sc_hd__ha_1	210
sky130_fd_sc_hd__nor2_1	90
sky130_fd_sc_hd__clkdlybuf4s50_1	470
==> synth_stat cells, drive strengths merged <==
library cell  count  share of area
mux2i             2          0.035
nand3b            1          0.013
a31oi             1          0.011
nand2             4          0.026
o21ai             4          0.035
ha                2          0.044
nand2b            5          0.055
a2111o            1          0.020
clkbuf            1         0.0066
nor2              8          0.057
a21oi             4          0.035
a211oi            2          0.026
nand4b            1          0.015
and3              1          0.020
inv               1         0.0066
and3b             1          0.015
a22o              1          0.015
conb              1         0.0066
and2              1          0.011
a221oi            1          0.015
nor4              3          0.033
nor2b             4          0.044
nor3              1         0.0088
o21a              1          0.013
a311oi            1          0.015
a2111oi           2          0.075
and2b             1          0.018
buf              24           0.32
==> metal layers <==
layer	track usage	vias to the layer above
met5	0	-
met4	0	0
met3	0.01591	0
met2	0.08507	23
met1	0.08701	277
li1	-	316
Power is estimated from default activity; no workload was simulated.
