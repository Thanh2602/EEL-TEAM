[/design/flow/config.mk]
export PLATFORM = sky130hd
export DESIGN_NAME = RF
export DESIGN_NICKNAME = RF
export VERILOG_FILES = /design/flow/design.v
export SDC_FILE = /design/flow/constraint.sdc
export NUM_CORES = 4
export LEC_CHECK = 1
export CORE_AREA = 10 10 109 109
export DIE_AREA = 0 0 119 119
[/design/flow/constraint.sdc]
current_design RF

set clk_period 1.0
set clk_io_pct 0.2

create_clock -name clk0 -period $clk_period [get_ports {clk}]

set non_clock_inputs [all_inputs -no_clocks]
set_input_delay [expr $clk_period * $clk_io_pct] -clock clk0 $non_clock_inputs
set_output_delay [expr $clk_period * $clk_io_pct] -clock clk0 [all_outputs]
[/design/flow/design.v]
module RF(clk,in_data,out_data,signal);
input clk,signal;
input [31:0]in_data;
output reg [31:0]out_data;
always @(posedge clk) begin
if(signal == 1) begin
	out_data = in_data;
	end
end
endmodule
[/design/flow/run.sh]
#!/bin/bash
# OpenROAD 26Q1-2900-gdf79404cd8, Yosys 0.63+post, stock flow scripts
make -C /OpenROAD-flow-scripts/flow DESIGN_CONFIG=/design/flow/config.mk WORK_HOME=/design/flow/orfs finish
==> flow_metrics.py <==
# Physical implementation metrics
metrics = {
    "logic_synthesis": {
        "ys_seq_share_pct": 100,
        "synthArstFlopShare_pct": 0,
        "edf_count": 32,
        "ys_top_cells_by_area": "edfxtp_1",
        "syn_area_per_cell_um2": 30.0,
        "postSynthCellCount": 32,
        "synth_stat.cells": 32,
        "synth-main-ff-cell": "edfxtp_1",
        "ys_warn_count": 1,
        "syn_area_um2": 961,
        "top_cells_by_count": "edfxtp_1",
        "ys.flops": 32,
        "yosysUniqueCellTypes": 1,
        "top_area_cell": "edfxtp_1",
        "synth_top_area_share_pct": 100,
        "yosysChipArea_um2": 961,
        "yosysMostFrequentCell": "edfxtp_1",
    },
    "place": {
        "place_congestion": 0.647,
        "place_inst": 232,
        "postPlaceCellArea_mm2": 0.00180,
        "port_buffers": 65,
    },
    "critical_path": {
        "cp-start-kind": "flop",
        "startpoint": "out_data[4]$_DFFE_PP_",
        "critical_path.n_buffers_inverters": 1,
        "slowest_delay_ns": 0.37,
        "crit_fanout": 1,
        "crit_required_ns": 0.80,
        "setup.worst_path.end": "out_data[4]",
        "cp_top_family": "flip-flops",
        "arrival_ns": 0.78,
        "slowest_stage": "edfxtp_1",
        "cp.depth": 1,
        "path_cells": "buf_2",
        "worstSetupPathType": "flop to output pin",
        "cp-end-kind": "output pin",
    },
    "clock_network": {
        "cts_buffers": 5,
        "cts_tree": "done",
        "cts_buffer_depth": 2,
        "path_clk_slew_ns": 0.07,
        "root_buffer": "clkbuf_8",
        "post_cts_buffers": 0,
        "htree_levels": 2,
        "cts.sinks": 32,
        "ctsHoldBuffers": 0,
    },
    "final_timing": {
        "relSlewSlack_pct": 90.4,
        "worst_pin_slew_ns": 0.144,
        "fin_crit_sh_pct": 98.3,
        "setup_viol": 0,
        "hold_violations": 0,
        "fin_tns_setup_ns": 0,
        "max_freq_mhz": 1020,
        "rsz0062_at_grt": "yes",
        "period_needed_ns": 0.983,
        "maxSlewViolCount": 0,
    },
    "job": {
        "openroad.warnings": 27,
        "cap_violations": 0,
    },
    "global_routing": {
        "grt_pass1_vias": 703,
        "grt_pass1_wl_um": 4540,
        "grt_start_max_net_pins": 25,
        "gr-usage-all-layers_pct": 4.27,
        "grt_overflow_total": 0,
        "grt_antenna_before_repair": 2,
    },
    "cells_and_area": {
        "area_growth_pct": 81.9,
        "logic_area_um2": 0,
        "stdcell_area_mm2": 0.00175,
        "largest_reg_flops": 32,
        "logic_gates": 0,
        "drive_gt1_share_pct": 39.3,
        "finalNonFillerCells": 240,
    },
    "detailed_routing": {
        "drtIter0Drc": 24,
        "drt-total-wl_um": 3080,
        "via_per_inst": 2.43,
        "drt_pass1_iterations": 2,
        "diodes": 0,
        "final_antenna_net_count": 0,
        "drc": 0,
        "wl_per_cell_um": 12.8,
        "vias": 584,
    },
    "power": {
        "p_per_area_mw_per_mm2": 1770,
        "p_leak_nw": 0.638,
        "ir_worst_vdd_uv": 760,
    },
    "floorplan": {
        "fp_util_pct": 9.97,
        "fp-row-count": 36,
        "die_x_um": 119,
        "die_h_um": 119,
        "ioPinCount": 66,
        "die_area_mm2": 0.0142,
        "core_area_mm2": 0.00964,
    },
    "worst_hold_path": {
        "hp-class": "input port to flop",
    },
    "status": {
        "status": "complete, no violations",
    },
}
==> metal layers <==
metal | GRT usage, % | vias up | routed length [µm]
met2 | 5.91 | 44 | 1240
met3 | 3.79 | 10 | 509
li1 | - | 275 | -
met1 | 4.94 | 251 | 1240
met5 | 0 | - | 34
met4 | 0.687 | 4 | 56
==> metrics by stage <==
| step | total power [mW] | util (%) | hold WS (ns) | worst slack [ns] |
|---|---|---|---|---|
| global route | 3.25 | 18.1 | 0.340 | -0.0288 |
| CTS | 3.18 | 18.1 | 0.330 | -0.0117 |
| floorplan | 1.62 | - | 0.299 | 0.501 |
| finish | 3.10 | 18.1 | 0.337 | 0.0171 |
| global placement | 2.00 | 18.7 | 0.627 | -0.0162 |
| detailed placement | 2.00 | 18.7 | 0.638 | -0.0224 |
==> kinds of logic (layout without fill, tap and decap cells) <==
| kind of cell | Yosys count | after routing | share of synthesized area [%] |
|---|---|---|---|
| flops | 32 | 32 | 100 |
| buf+inv | 0 | 75 | 0 |
==> power breakdown <==
part           switching [mW]  total, mW  internal, mW
logic                  0.0666      0.248         0.182
registers              0.0207       1.61          1.59
clock network           0.496       1.24         0.739
==> how the worst min path moves through the flow <==
stage                                   end  slack (ns)  cells past startpoint  startpoint
after CTS             out_data[9]$_DFFE_PP_        0.33                      2      signal
after global routing  out_data[9]$_DFFE_PP_        0.34                      2      signal
final                 out_data[9]$_DFFE_PP_        0.34                      2      signal
==> repair_timing <==
item	in CTS	in global routing
pin swaps	0	0
setup endpoints to repair	32	23
resized	100	0
==> cell type report <==
| cell class | count | area (µm²) |
|---|---|---|
| fillers | 1076 | 7890 |
| flip-flops and latches | 32 | 961 |
| clock inverters | 2 | 35.0 |
| well taps | 133 | 166 |
| clock buffers | 6 | 72.6 |
| repair buffers | 67 | 513 |
==> placed cells by master (no fill, tap or decap) <==
| cell | n |
|---|---|
| buf_2 | 33 |
| bufinv_16 | 1 |
| buf_4 | 1 |
| clkdlybuf4s50_1 | 32 |
| buf_12 | 1 |
| clkinv_2 | 1 |
| clkbuf_1 | 1 |
| edfxtp_1 | 32 |
| clkbuf_8 | 5 |
Power and IR drop assume default switching activity.
